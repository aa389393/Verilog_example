==> design.v <==
module uart_tx(
    input clk,
	input rst_n,
	input start,
	input [7:0] data,
	output reg rs232_tx,
	output reg done
);
	reg [7:0] r_data;
	reg state;
	reg [12:0] baud_cnt;
	reg bit_flag;
	reg [3:0] bit_cnt;
	always@(posedge clk or negedge rst_n)begin
		if(!rst_n)
			r_data <= 0;
		else if(start)
			r_data <= data;
		else
			r_data <= r_data;
	end
	always@(posedge clk or negedge rst_n)begin
		if(!rst_n)
			state <= 1'b0;
		else if(start)
			state <= 1'b1;
		else if(done)
			state <= 1'b0;
		else
			done <= done;
	end
	always@(posedge clk or negedge rst_n)begin
		if(!rst_n)
			baud_cnt <= 0;
		else if(state)begin
            if(baud_cnt == 'd28)
                baud_cnt <= 'd0;
            else
			    baud_cnt <= baud_cnt + 1;
		end
        else
            baud_cnt <= 'd0;
	end
    always@(posedge clk or negedge rst_n)begin
        if(!rst_n)
            bit_flag <= 1'b0;
        else if(baud_cnt == 'd1)
            bit_flag <= 1'b1;
        else
            bit_flag <= 1'b0;
    end
    always@(posedge clk or negedge rst_n)begin
        if(!rst_n)
            bit_cnt <= 'd0;
        else if(bit_flag)begin
            if(bit_cnt == 'd10)
                bit_cnt <= 'd0;
            else
                bit_cnt <= bit_cnt + 1'b1;
        end        
        else
            bit_cnt <= bit_cnt;
    end
    always@(posedge clk or negedge rst_n)begin
        if(!rst_n)
            rs232_tx <= 1'b1;
        else if(state)begin
            if(bit_flag)begin
                case(bit_cnt)
                   4'd0 : rs232_tx <= 1'b0;
                   4'd1 : rs232_tx <=  r_data[0];
                   4'd2 : rs232_tx <=  r_data[1];
                   4'd3 : rs232_tx <=  r_data[2];
                   4'd4 : rs232_tx <=  r_data[3];
                   4'd5 : rs232_tx <=  r_data[4];
                   4'd6 : rs232_tx <=  r_data[5];
                   4'd7 : rs232_tx <=  r_data[6];
                   4'd8 : rs232_tx <=  r_data[7];
                   4'd9 : rs232_tx <=  1'b1;
                   default : rs232_tx <= 1'b1;
                endcase
            end
        end
        else
            rs232_tx <= 1'b1;
    end
    always@(posedge clk or negedge rst_n)begin
        if(!rst_n)
            done <= 1'b0;
        else if(bit_flag && (bit_cnt == 'd10))
            done <= 1'b1;
        else
            done <= 1'b0;
    end
endmodule
==> run.sh <==
#!/bin/bash
# OpenROAD 26Q1-2900-gdf79404cd8, Yosys 0.63+post, stock flow scripts
make -C /OpenROAD-flow-scripts/flow DESIGN_CONFIG=/design/flow/config.mk WORK_HOME=/design/flow/orfs finish
==> config.mk <==
export PLATFORM = sky130hd
export DESIGN_NAME = uart_tx
export DESIGN_NICKNAME = uart_tx
export VERILOG_FILES = /design/flow/design.v
export SDC_FILE = /design/flow/constraint.sdc
export NUM_CORES = 4
export LEC_CHECK = 1
export CORE_AREA = 10 10 106 106
export DIE_AREA = 0 0 116 116
==> constraint.sdc <==
current_design uart_tx

set clk_period 3.3
set clk_io_pct 0.2

create_clock -name clk0 -period $clk_period [get_ports {clk}]

set non_clock_inputs [all_inputs -no_clocks]
set_input_delay [expr $clk_period * $clk_io_pct] -clock clk0 $non_clock_inputs
set_output_delay [expr $clk_period * $clk_io_pct] -clock clk0 [all_outputs]
==> Changelog: implementation <==
## Implementation

* CTS tree: yes
* Buffers added on ports at 11
* GP Congestion at 0.794
* Worst hold margin at 0.515 ns
* Fp util at 16.0%
* Post-synth cell types at 42
* Post-synth top area cell: dfrtp_1
* Congestion Overflow GR at 0
* Multi-input gate area at 637 µm²
* Vias per cell at 4.01
* Vias in the first global route at 880
* Hold Path Class: reg2reg
* DR WL met2 at between 1000 and 1500 µm
* Wl on met1 at 1390 µm
* Global-route wire length before repair at 4470 µm
* Final hold violations at 0
* Synthesis warning total at 3
* Die span in y at 116 µm
* Hold Path Depth at 1
* CP startpoint kind: flop
* Worst R2R Setup Slack at 1.69 ns
* WP buf/inv at 1
* Area of the die at 0.0135 mm²
* Worst-Skew Late Latency at 0.27 ns
* Hold Startpoint: r_data[6]
* Flops & latches, synth at 28
* Complex Gates by Area at 12.3%
* Top cell area share at 47.6%
* Final period utilization at 58.6%
* Sequential fraction of the synthesis area at 49.5%
* # DRC at 0
* Maximum clock frequency at 517 MHz
* Longest Clk Path Bufs at 2
* Tool warnings at 27
* Post-Syn Area at 0.00142 mm²
* Cell area leaders: dfrtp_1 48%, mux2_2 6.3%, a21oi_1 3.2%
* Total iterations of the first detailed-routing run at 4
* Chip width at between 100 and 150 µm
* Cell family with most CP delay: flip-flops
* Main logic family: simple AND/OR/NAND/NOR gates
* TNS Setup at 0 ns
* Crit Path Max Fanout at 2
* Largest net degree at the start of global routing at 17
* Area Overhead vs Synth at 19.0%
* Syn_area_per_cell at 10.7 µm²
* CTS sink cnt at 28
* CTS Hold Bufs at 0
* Post-CTS Resized at 0
* H-Tree Depth at 1
* Status: finished, final reports clean
* Critical Path End Type: output port
* Max VDD drop at about 0.48 mV
* Diodes inserted at 0
* Area fraction in mux cells at 7.94%
* DR WL met3 at 96 µm
* Max-cap violation count at 0
* RSZ-0062 raised after global routing: no
* FF-to-FF Start: baud_cnt[0]
* Tmin final at 1.93 ns
* Dpl hpwl at 1980 µm
* Slew HR at between 50% and 60%
* Worst-case reg-to-reg path depth at 4
* Core area at 0.00885 mm²
* I/O pins at 13
* Worst Skew at about 0.0031 ns
* CP max stage delay at 0.54 ns
* Pwr/cell area at 663 mW/mm²
* FILL cells at between 900 and 1k
* Simple share at 19.3%
* Initial antenna violation count at 0
* Num CTS Buffers at 3
* Top Metal Used: met4
* Setup violators final at 0
* FP Rows at 34
* Critical Path AT at 1.27 ns
* CP Class: reg2out
* Worst endpoint required time at 2.64 ns
* Routed len/inst at 10.6 µm
* Worst-Margin Slew at around 0.60 ns
* Vias at between 900 and 1k
* Initial DRC count at ~76
* Yosys xor share at 2.47%
* Hold Path End: r_data[6]
* Post-synthesis chip area from yosys at 0.00142 mm²
* Adder-Cell Fraction of Synth Area at about 2.6%
* Tot GR Track Use at about 4%
* Critical-path top delay cell: dfstp_2
* CTS root buf: clkbuf_8
* Reg2reg end: baud_cnt[10]
* Reg clk slew, reported paths at 0.09 ns
* Post-CTS Setup Inserts at 0
* Post-Synthesis Cells at 133
* Critical path cell sequence: clkdlybuf4s50_1
* LEAKAGE at about 0.00067 µW
* Ys cells at roughly 130
* Final WL at 2620 µm
* Max Slew Vio Count at 0
* Final ANT Viol Nets at 0
* Reg area at 702 µm²
* Share of cells above drive strength 1 at 12.9%
Yosys cell counts:
library cell and n:
and3_1 2, nand4_4 1, a21o_1 1, nand2b_1 1, ha_1 3, nand3b_1 1, or4_1 3, inv_1 7
dfrtp_1 27, buf_2 4, nand4_1 1, or2_2 1, nand2_1 5, buf_4 2, buf_6 1, o21ai_0 5
a41oi_1 1, nor3_1 1, mux2_2 8, a21oi_1 9, a311o_1 1, a31oi_1 2, xor2_1 2, a41o_1 1
a22o_1 1, mux4_2 1, nor2_1 7, xnor2_1 2, clkbuf_1 2, nor4b_1 1, nand3_1 7, and2b_2 1
nor4_1 5, nand4b_1 1, and4_1 2, nor2b_1 3, or3_1 2, o31ai_1 4, conb_1 1, a221o_1 1
o22ai_1 1, dfstp_2 1
state kept, by name, indices dropped and copies added, names as in the netlist:
register  flops
bit_cnt       4
bit_flag      1
state         1
baud_cnt     13
rs232_tx      1
r_data        8
cells in the final DEF, fill, tap and decap left out, types with 2 or more instances in the layout:
cell,synthesis,layout
dfrtp_1,27,27
clkdlybuf4s50_1,0,11
a21oi_1,9,9
mux2_2,8,8
inv_1,7,7
nand3_1,7,7
nor2_1,7,7
nand2_1,5,5
nor4_1,5,5
o21ai_0,5,5
o31ai_1,4,4
or4_1,3,3
nor2b_1,3,3
ha_1,3,3
clkbuf_8,0,3
and4_1,2,2
a31oi_1,2,2
and3_1,2,2
xor2_1,2,2
or3_1,2,2
xnor2_1,2,2
area by class of cell:
| cell class | count | share of cell area [%] |
|---|---|---|
| inverters | 7 | 1.56 |
| flip-flops and latches | 28 | 41.6 |
| well taps | 108 | 8.00 |
| clock inverters | 1 | 1.78 |
| multi-input cells | 89 | 37.7 |
| repair buffers | 12 | 6.96 |
| clock buffers | 3 | 2.44 |
where the power goes:
part           leakage [µW]  internal, µW  switching [µW]
Combinational      0.000288           156             133
Sequential         0.000343           426             137
Clock             0.0000357           162             106
per-stage QoR:
step / power (µW) / std cells / setup slack, ns / utilization (%) / instance area, µm²
after floorplan: 804 / 133 / 1.88 / - / 1420
after global placement: 857 / 244 / 1.44 / 18.3 / 1620
after detailed placement: 862 / 244 / 1.41 / 18.3 / 1620
after CTS: 1130 / 248 / 1.34 / 19.1 / 1690
after global routing: 1210 / 248 / 1.31 / 19.1 / 1690
final: 1120 / 248 / 1.37 / 19.1 / 1690
metal layers:
layer  vias up  GRT usage (%)
li1        498              -
met2        21           5.65
met3         2          0.837
met4         0          0.584
met5         -              0
met1       474           6.18
logic make-up (layout without fill, tap and decap cells):
kind of cell | Yosys count | after routing
other cells | 1 | 1
compound gates | 27 | 27
buf+inv | 16 | 23
simple gates | 45 | 45
xor+xnor | 4 | 4
fa+ha+maj | 3 | 3
flops | 28 | 28
mux | 9 | 9
worst max-delay path by stage:
stage,depth (start not counted),from,endpoint
6_report,1,rs232_tx,rs232_tx
5_1_grt,1,rs232_tx,rs232_tx
4_1_cts,1,rs232_tx,rs232_tx
Power and IR drop assume default switching activity.

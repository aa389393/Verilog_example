--- flow/design.v ---
module divn
#(
	parameter	width = 3,
	parameter	N     = 5
)
(
	input		sclk,
	input		rst_n,
	output		o_clk
);
reg		[width -1 : 0]	cnt_p;
reg		[width -1 : 0]	cnt_n;
reg				clk_p;
reg				clk_n;
assign o_clk = (N == 1) ? sclk : (N[0]) ? (clk_p | clk_n) : clk_p;
always@(posedge sclk or negedge rst_n)begin
	if(!rst_n)
		cnt_p	<=	0;
	else if(cnt_p == N-1)
		cnt_p	<=	0;
	else
		cnt_p 	<=	cnt_p + 1'b1;
end
always@(posedge sclk or negedge rst_n)begin
	if(!rst_n)
		clk_p	<=	1'b1;
	else if(cnt_p	<	N>>1)
		clk_p	<=	1'b1;
	else
		clk_p	<=	1'b0;
end
always@(negedge sclk or negedge rst_n)begin
	if(!rst_n)
		cnt_n	<=	1'b0;
	else if(cnt_n == N-1)
		cnt_n	<=	1'b0;
	else
		cnt_n	<=	cnt_n + 1'b1;
end
always@(negedge sclk or negedge rst_n)begin
	if(!rst_n)
		clk_n	<=	1'b1;
	else if(cnt_n	<	N>>1)
		clk_n	<=	1'b1;
	else
		clk_n	<=	1'b0;
end
endmodule
--- flow/constraint.sdc ---
current_design divn

set clk_period 1.1
set clk_io_pct 0.2

create_clock -name clk0 -period $clk_period [get_ports {sclk}]

set non_clock_inputs [all_inputs -no_clocks]
set_input_delay [expr $clk_period * $clk_io_pct] -clock clk0 $non_clock_inputs
set_output_delay [expr $clk_period * $clk_io_pct] -clock clk0 [all_outputs]
--- flow/config.mk ---
export PLATFORM = sky130hd
export DESIGN_NAME = divn
export DESIGN_NICKNAME = divn
export VERILOG_FILES = /design/flow/design.v
export SDC_FILE = /design/flow/constraint.sdc
export NUM_CORES = 4
export LEC_CHECK = 1
export CORE_AREA = 10 10 70 70
export DIE_AREA = 0 0 80 80
--- flow/run.sh ---
#!/bin/bash
# OpenROAD 26Q1-2900-gdf79404cd8, Yosys 0.63+post, stock flow scripts
make -C /OpenROAD-flow-scripts/flow DESIGN_CONFIG=/design/flow/config.mk WORK_HOME=/design/flow/orfs finish
==> summary.txt <==
Share of layout cells above drive strength 1 -> 32.4%
Peak VDD IR -> 0.268 mV
Yosys warning tally -> 1
Max stage delay on crit path -> 500 ps
Synthesis-to-finish area growth -> 37.9%
WHS -> 394 ps
Slowest CP cell -> dfstp_2
Wire per inst -> 6.30 um
Top area cell types -> dfrtn_1 (23%), dfrtp_1 (23%), dfstp_2 (16%), ha_1 (15%), inv_1 (5.7%)
Fillcell total -> 391
Clock latency (worst-skew pair) -> 310 ps
Synth cell count leaders -> inv_1 (5), ha_1 (4), dfrtn_1 (3), dfrtp_1 (3), nor2_1 (3)
Vias in the first global route -> 222
Cells after synthesis -> 26
Floorplan utilization -> 9.67%
Worst Slack Setup Final -> -651 ps
Die ar. -> 6400 um2
# Cells Yosys -> 26
Crit path arrival time -> 1530 ps
Max-slew headroom -> 92.0%
Post-synth ARST share -> 100%
Total gr overflow -> 0
WL final -> 504 um
Max Slew Vio Count -> 0
Slew @ Worst Pin -> 117 ps
Crit. End Element -> primary output
Clock Power Share -> 45.8%
Synth top cell by count -> inv_1
Vias -> 194
Comb pwr share -> 2.5%
Core Area -> 3420 um2
Max FO, Critical Path -> 1
Unique cell types -> 11
Run status -> complete, but fails checks
Sequential share of power -> 51.7%
Yosys chip area -> 330 um2
Final Wtd Congestion -> 0.600
Initial antenna violation count -> 0
Post-synth top area cell -> dfrtn_1
Clk sinks -> 8
Switching share of power -> 21.7%
Psw -> 0.124 mW
Max-cap check violation count -> 0
Synthesized area per cell -> 12.7 um2
Startpoint Class -> flop
Num CTS Buffers -> 3
H-tree Lvls -> 1
Global-route wire length before repair -> 924 um
Drt first pass iters -> 2
Violated checks -> setup timing
Dpl ws -> -707 ps
Tool warnings -> 31
CTS tree -> built
Worst R2R Setup Slack -> 60 ps
Clock skew -> 46.3 ps
Delay-heaviest family, CP -> flip-flops
Die width -> 80 um
Antenna violation net count after detailed routing -> 0
Bufs and invs on worst path -> 1
Post-Layout Cell Count -> 80
Top FF cell, synth -> dfrtp_1
Clock slew at reported path FFs -> 60 ps
Placed cell areas -> 425 um2
Count of final setup violators -> 1
Req. time, crit path -> 880 ps
RSZ-0062 raised after global routing -> true
TNS Setup -> -651 ps
Post-synthesis sequential area ratio -> 61.4%
Worst min-delay path category -> in2async
Number of diodes -> 0
Cell chain of the critical path -> or2_4 > buf_6
Post-DP HPWL -> 384 um
Placed insts -> 76
Int Pwr -> 0.448 mW
Leak -> 0.242 nW
Die Ht -> 80 um
CTS root buf -> clkbuf_4
Cell area power density -> 1250 nW/um2
Design area -> 455 um2
Bufs on Longest Clock Path -> 2
Registers, synthesis -> 8
Hold buffer count at cts -> 0
DR iter-0 viols -> 16
Avg Vias per Cell -> 2.43
Post-synth EDFFs -> 0
Drt drc -> 0
Tot GR Track Use -> 1.91%
IO buf count -> 2
Synthesized area -> 330 um2
I/O pins -> 3
Number of placement rows -> 21
Critical path class -> reg2out
Max-area cell share -> 22.7%
Largest net degree at the start of global routing -> 6
Endpoints failing hold -> 0
[through the flow]
stage	util (%)	power (mW)
6_report	13.3	0.571
5_1_grt	13.3	0.596
4_1_cts	13.1	0.585
3_5_place_dp	12.5	0.326
3_3_place_gp	12.5	0.326
2_1_floorplan	-	0.312
[placed cells by master, fill, tap and decap left out, drive strengths merged]
master / netlist / routed
a21oi: 2 / 2
buf: 0 / 3
clkbuf: 0 / 4
clkdlybuf4s50: 0 / 1
dfrtn: 3 / 3
dfrtp: 3 / 3
dfstp: 2 / 2
ha: 4 / 4
inv: 5 / 5
mux2: 1 / 1
mux2i: 1 / 1
nand2b: 1 / 1
nor2: 3 / 3
or2: 1 / 1
[layer usage]
layer	track usage (%)	vias up	share of wire [%]
met5	0	-	0
met4	0.176	0	0
met3	2.16	0	15
met2	2.49	6	37
met1	2.10	91	47
li1	-	97	-
[path summary, 6_finish.rpt]
check	from	depth (start not counted)	end
worst max register to register	cnt_p[1]	4	cnt_p[2]
worst max-delay path	clk_n	2	o_clk
worst min-delay path	rst_n	3	cnt_p[1]
worst min register to register	cnt_n[0]	1	cnt_n[0]
max in group asynchronous	rst_n	2	cnt_n[1]
min in group clk0	cnt_n[0]	1	cnt_n[0]
[sequential cells by signal, indices dropped and copies added (netlist names)]
name   count
clk_p      1
clk_n      1
cnt_p      3
cnt_n      3
[cells by family after synthesis]
group / after synthesis / share of synthesized area [%]
flip-flops: 8 / 61.4
buffers and inverters: 5 / 5.68
adder cells (fa/ha/maj): 4 / 15.2
multiplexers: 2 / 7.57
AND/OR/NAND/NOR: 5 / 7.20
AND-OR/OR-AND: 2 / 3.03
[power groups by stage]
stage / registers, mW / logic, mW / clock network (mW)
4_1_cts: 0.295 / 0.0145 / 0.275
5_1_grt: 0.295 / 0.0159 / 0.285
6_report: 0.296 / 0.0142 / 0.262
[final cells by class]
type                            instances  area (um2)  share of cell area (%)
Sequential cell                         8         203                    44.5
Clock inverter                          1        3.75                   0.824
Clock buffer                            4        26.3                    5.77
Inverter                                4        15.0                    3.30
Tap cell                               46        57.6                    12.6
Timing Repair Buffer                    4        36.3                    7.97
Multi-Input combinational cell         13         114                    25.0
[worst min-delay path, stage by stage]
cell and delay, ps:
clkdlybuf4s50_1 490, buf_4 140, buf_4 130
[timing repair]
| item | 4_1_cts | 5_1_grt |
|---|---|---|
| buffers inserted | 0 | 0 |
| gates resized | 3 | 2 |
| hold endpoints to repair | 0 | 0 |
| endpoints found under the setup margin | 1 | 2 |
Power and IR drop assume default switching activity.

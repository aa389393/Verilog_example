### /design/flow/config.mk
export PLATFORM = sky130hd
export DESIGN_NAME = uart_rx
export DESIGN_NICKNAME = uart_rx
export VERILOG_FILES = /design/flow/design.v
export SDC_FILE = /design/flow/constraint.sdc
export NUM_CORES = 4
export LEC_CHECK = 1
export CORE_AREA = 10 10 107 107
export DIE_AREA = 0 0 117 117
### /design/flow/constraint.sdc
current_design uart_rx

set clk_period 3.2
set clk_io_pct 0.2

create_clock -name clk0 -period $clk_period [get_ports {clk}]

set non_clock_inputs [all_inputs -no_clocks]
set_input_delay [expr $clk_period * $clk_io_pct] -clock clk0 $non_clock_inputs
set_output_delay [expr $clk_period * $clk_io_pct] -clock clk0 [all_outputs]
### /design/flow/design.v
module uart_rx(
    input clk,
    input rst_n,
    input rs232,
    output reg [7:0] rx_data,
    output reg done
);
    reg rs232_t;
    reg rs232_t1;
    reg rs232_t2;
    reg state;
    reg [12:0] baud_cnt;
    reg bit_flag;
    reg [3:0] bit_cnt;
    wire nege;
    always@(posedge clk or negedge rst_n)begin
        if(!rst_n)begin
            rs232_t <= 1'b1;
            rs232_t1 <= 1'b1;
            rs232_t2 <= 1'b1;
        end
        else begin
            rs232_t <= rs232;
            rs232_t1 <= rs232_t;
            rs232_t2 <= rs232_t1;
        end
    end
    assign nege = !rs232_t1 & rs232_t2;
    always@(posedge clk or negedge rst_n)begin
        if(!rst_n)
            state <= 1'b0;
        else if(nege)
            state <= 1'b1;
        else if(done)
            state <= 1'b0;
        else
            state <= state;
    end
    always@(posedge clk or negedge rst_n)begin
        if(!rst_n)
            baud_cnt <= 0;
        else if(state)begin
            if(baud_cnt == 'd28)
                baud_cnt <= 'd0;
            else
                baud_cnt <= baud_cnt + 1'b1;
        end
        else
            baud_cnt <= 'd0;
    end
    always@(posedge clk or negedge rst_n)begin
        if(!rst_n)
            bit_flag <= 1'b0;
        else if(baud_cnt == 'd16)
            bit_flag <= 1'b1;
        else
            bit_flag <= 1'b0;
    end
    always@(posedge clk or negedge rst_n)begin
        if(!rst_n)
            bit_cnt <= 'd0;
        else if(bit_flag)begin
            if(bit_cnt == 'd10)
                bit_cnt <= 'd0;
            else
                bit_cnt <= bit_cnt + 1'b1;
        end        
        else
            bit_cnt <= bit_cnt;
    end
    always@(posedge clk or negedge rst_n)begin
        if(!rst_n)
            rx_data <= 'd0;
        else if(state)begin
            if(bit_flag)begin
                case(bit_cnt)
                   4'd1 : rx_data[0] <=  rs232_t2;
                   4'd2 : rx_data[1] <=  rs232_t2;
                   4'd3 : rx_data[2] <=  rs232_t2;
                   4'd4 : rx_data[3] <=  rs232_t2;
                   4'd5 : rx_data[4] <=  rs232_t2;
                   4'd6 : rx_data[5] <=  rs232_t2;
                   4'd7 : rx_data[6] <=  rs232_t2;
                   4'd8 : rx_data[7] <=  rs232_t2;
                   default : rx_data <= rx_data;
                endcase
            end
        end
        else
            rx_data <= rx_data;
    end
    always@(posedge clk or negedge rst_n)begin
        if(!rst_n)
            done <= 1'b0;
        else if(bit_flag && (bit_cnt == 'd10))
            done <= 1'b1;
        else
            done <= 1'b0;
    end
endmodule
### /design/flow/run.sh
#!/bin/bash
# OpenROAD 26Q1-2900-gdf79404cd8, Yosys 0.63+post, stock flow scripts
make -C /OpenROAD-flow-scripts/flow DESIGN_CONFIG=/design/flow/config.mk WORK_HOME=/design/flow/orfs finish
==> job_summary.md <==
## PnR job results

| Metric | Value |
|---|---|
| Switching Share | 30.83% |
| Number of setup buffers added after CTS | 0 |
| Run status | finished, final reports clean |
| Pint | 766.5 uW |
| First-pass GRT wire length | 4.974 mm |
| Final setup violation count | 0 |
| Chip area | 0.01369 mm^2 |
| Total wire length | 2.715 mm |
| Type of origin of the critical path | register |
| Period utilization | 62.54% |
| Overall Global Routing Usage | 4.350% |
| CTS tree | done |
| Measured slew at the worst slew-check pin | 0.6633 ns |
| Yosys cell types | 36 |
| Ys flops | 31 |
| Slew Limit Fails | 0 |
| Achievable frequency | 0.4997 GHz |
| Hold endpoint | rs232_t1 |
| Final hold slack | 0.3547 ns |
| VDD IR-drop max | 0.0002223 V |
| Worst-path maximum fanout | 12 |
| Reg clk slew, reported paths | 0.06 ns |
| Power Density | 625.0 mW/mm^2 |
| Share of layout cells above drive strength 1 | 15.38% |
| Crit-path cells | inv_1 -> ha_1 -> or4b_4 -> nor4_4 -> nor3_1 |
| Area grow syn2layout | 23.11% |
| First DRT Iteration DRCs | 34 |
| H-Tree Depth | 2 |
| Total core area | 0.009196 mm^2 |
| TritonCTS buffer count | 5 |
| Sequential power share | 49.8% |
| Ys cells | 127 |
| Gates resized, CTS repair | 0 |
| R2R Setup Slk | 1.20 ns |
| Largest net degree at the start of global routing | 32 |
| Reg area | 779.5 um^2 |
| Final Wtd Congestion | 0.7518 |
| Max incr delay on CP | 0.63 ns |
| Initial DRT Pass Iterations | 4 |
| Area reported by Yosys stat | 0.001440 mm^2 |
| Comb area | 606.8 um^2 |
| Layout Skew | 0.004575 ns |
| Std cell rows | 35 |
| Area leader share | 48.65% |
| Minimum clock period | 2.001 ns |
| Pre-Place Util | 15.66% |
| WHS Path Cells | 0 |
| Syn Area/Cell | 11.34 um^2 |
| Vias per inst | 3.976 |
| Boundary Pins | 12 |
| Fin. Hold Viols | 0 |
| Number of enable flip-flop cells | 0 |
| Mapped Area | 0.001440 mm^2 |
| Total number of yosys warnings | 1 |
| Critical path data required time | 3.33 ns |
| Critical Path Slowest Stage Cell | nor4_4 |
| Chip height | 117 um |
| Min-delay worst type | reg -> reg |
| Die X | 117 um |
| Wirelength per Cell | 10.69 um |
| Routed Antenna Nets | 0 |
| Max-Cap Viols | 0 |
| Worst path arrival time | 2.13 ns |
| Vias in the first global route | 1039 |
| Final setup TNS | 0 ns |
| Setup crit end kind | register |
| Worst skew pair latency | 0.28 ns |
| Initial antenna violation count | 0 |
| Yosys top cell by area | dfrtp_1 |
| FF-to-FF End | baud_cnt[3] |
| Sink Count | 31 |
| Worst reg-to-reg path cell count | 5 |
| Drt drc | 0 |
| Diodes inserted | 0 |
| Grt total ovfl | 0 |
| Top FF cell, synth | dfrtp_1 |
| Top cells by area | dfrtp_1, dfstp_2, mux2_2 |
| Port Buffers | 11 |
| Net Sw Power | 341.7 uW |
| Async SR Flop Fraction | 100.0% |
| Vias post-DR | 1010 |
| Reg2reg start | baud_cnt[0] |
| HP Start | rs232_t |
| Relative slew margins | 55.45% |
| Combinational Power Share | 20.4% |
| Hold buffer count at cts | 0 |
| CTS max path bufs | 2 |
| Total tool warning count | 26 |
| Dpl hpwl | 1.907 mm |
| Root Buffer | clkbuf_8 |
| Critical path class | reg -> reg |
| Power share of the clock group | 29.8% |
| Commonest cells post-synth | dfrtp_1, o21ai_0, a211oi_1, inv_1, nor3_1 |
| Leak | 0.0006800 uW |
| Synth Seq Share | 54.13% |
| Top-count cell post-synth | dfrtp_1 |
| Synth Instances | 127 |
| Fillers | 993 |
| RSZ-0062 raised after global routing | false |
## final cells by class
cell class                 count  area share (%)
timing repair buffer          12           6.634
tap                          111           7.833
multi-input combinational     84           34.23
inverter                       8           1.694
clock buffer                   8           5.646
sequential                    31           43.97
## logic make-up (layout without fill, tap and decap cells)
| family | after synthesis | count (layout) | synth area share (%) |
|---|---|---|---|
| buffers and inverters | 12 | 28 | 3.736 |
| AND-OR/OR-AND | 28 | 28 | 13.03 |
| XOR/XNOR | 4 | 4 | 2.433 |
| flip-flops | 31 | 31 | 54.13 |
| adder cells (fa/ha/maj) | 2 | 2 | 1.737 |
| AND/OR/NAND/NOR | 44 | 44 | 20.24 |
| multiplexers | 6 | 6 | 4.691 |
## layer usage
metal / global-route usage, % / share of wire [%] / wire, um
met1: 6.083 / 48 / 1313
met2: 6.712 / 46 / 1254
met3: 0.8772 / 2.3 / 63
met4: 1.236 / 3.1 / 83
met5: 0 / 0 / 0
## layout by cell type (no fill, tap or decap), drive strengths merged, types with 6 or more instances in the layout
| cell type | instances |
|---|---|
| mux2 | 6 |
| o21ai | 9 |
| clkdlybuf4s50 | 11 |
| nand3 | 7 |
| inv | 8 |
| a211oi | 8 |
| o31ai | 6 |
| nor3 | 8 |
| dfrtp | 28 |
| clkbuf | 8 |
## worst max-delay path, delay by kind of cell (launching register included)
kind                       cells  cell delay [ns]
DFF                            1             0.43
adders and majority gates      1             0.13
buffers and inverters          1             0.08
and+or+nand+nor                3             1.22
## per-stage QoR
stage               std cells  setup WS [ns]  util (%)  cell area (um^2)  total power, uW
finish                    254          1.199     19.28              1773             1108
global route              254          1.015     19.28              1773             1188
CTS                       254          1.182     19.28              1773             1122
detailed placement        246          1.188     18.19              1673            784.9
global placement          246          1.228     18.19              1673            776.7
floorplan                 127          1.487         -              1440            712.0
## power by group through the flow
stage | combinational, uW | sequential [uW] | clock [uW]
5_1_grt | 258 | 565 | 365
4_1_cts | 229 | 551 | 342
6_report | 226 | 551 | 331
## state kept, by name, indices dropped and copies added, names as in the netlist
register and flops:
rs232_t2 1, state 1, done 1, baud_cnt 13, rs232_t 1, bit_cnt 4, bit_flag 1, rs232_t1 1
rx_data 8
## worst max-delay path by stage
stage | from | to | cells past startpoint | slack (ns)
5_1_grt | baud_cnt[0] | baud_cnt[3] | 5 | 1.02
4_1_cts | baud_cnt[0] | baud_cnt[3] | 5 | 1.18
6_report | baud_cnt[0] | baud_cnt[3] | 5 | 1.20
Power figures rest on the tool's default switching activity, not on a simulated workload.
